==> flow/design.v <==
`timescale 1ns / 1ps
module Program_counter(reset,br,Imm,zero,clk,regout);
input [31:0] Imm;
input reset,br,zero,clk;
output reg [31:0] regout;
wire 	 branch;  
assign branch = br & zero;
always @(posedge clk) begin
    if (reset)
        regout = 32'b0;
    else 
        case (branch)
            1'b0 : regout = regout +4;
            1'b1 : regout = Imm;
        endcase
end
endmodule
==> flow/run.sh <==
#!/bin/bash
# OpenROAD 26Q1-2900-gdf79404cd8, Yosys 0.63+post, stock flow scripts
make -C /OpenROAD-flow-scripts/flow DESIGN_CONFIG=/design/flow/config.mk WORK_HOME=/design/flow/orfs finish
==> flow/config.mk <==
export PLATFORM = sky130hd
export DESIGN_NAME = Program_counter
export DESIGN_NICKNAME = Program_counter
export VERILOG_FILES = /design/flow/design.v
export SDC_FILE = /design/flow/constraint.sdc
export NUM_CORES = 4
export LEC_CHECK = 1
export CORE_AREA = 10 10 113 113
export DIE_AREA = 0 0 123 123
==> flow/constraint.sdc <==
current_design Program_counter

set clk_period 7.1
set clk_io_pct 0.2

create_clock -name clk0 -period $clk_period [get_ports {clk}]

set non_clock_inputs [all_inputs -no_clocks]
set_input_delay [expr $clk_period * $clk_io_pct] -clock clk0 $non_clock_inputs
set_output_delay [expr $clk_period * $clk_io_pct] -clock clk0 [all_outputs]
==> results.sh <==
# physical design summary
export IMPL_syn_inst=220
export IMPL_clock_skew_final_ns=0.00636
export IMPL_rsz0062_at_grt="false"
export IMPL_grt_max_degree=59
export IMPL_yosys_cells=220
export IMPL_critPathRequiredTime_ns=7.30
export IMPL_area_delta_synth_final_pct=51.2
export IMPL_tritoncts="built"
export IMPL_grt_pass1_wl_mm=9.65
export IMPL_ys_area_um2=1740
export IMPL_r2r_start="regout[2]"
export IMPL_grt_ovfl_total=0
export IMPL_yosysWarnings=1
export IMPL_core_um2=10300
export IMPL_grt_pass1_vias=1791
export IMPL_slew_headroom_pct=47.7
export IMPL_grt_use_met3_pct=2.96
export IMPL_crit_path_top_delay_cell="clkdlybuf4s50_1"
export IMPL_clk_pin_slew_ns=0.07
export IMPL_htree_levels=2
export IMPL_vias_per_cell=4.53
export IMPL_arrival_ns=3.30
export IMPL_setup_tns_ns=0
export IMPL_antenna_found_initial=0
export IMPL_clockBufferDepth=2
export IMPL_clock_sinks=32
export IMPL_p_per_area_nw_per_um2=162
export IMPL_ys_types=34
export IMPL_max_vdd_ir_drop_mv=0.0600
export IMPL_lay_top_count="clkdlybuf4s50_1"
export IMPL_syn_area_per_cell_um2=7.92
export IMPL_worst_slew_pin_slew_ns=0.784
export IMPL_min_delay_start="regout[0]"
export IMPL_ff2ff_path_depth=5
export IMPL_yosys_top_cells_area="dfxtp_1, o21ai_0, a211oi_1"
export IMPL_hold_depth=2
export IMPL_place_congestion=0.831
export IMPL_met1_usage_pct=11.4
export IMPL_vias=1893
export IMPL_die_w_um=123
export IMPL_ys_seq_share_pct=36.8
export IMPL_wl_per_cell_um=14.6
export IMPL_min_to="regout[0]"
export IMPL_fin_crit_ns=3.10
export IMPL_dr_pass1_iters=4
export IMPL_numSynthFlops=32
export IMPL_core_rowCount=37
export IMPL_slew_viol_final=0
export IMPL_ant_nets=0
export IMPL_hold_path_class="reg2reg"
export IMPL_largest_register_ffs=32
export IMPL_root_buffer="clkbuf_8"
export IMPL_slowest_delay_ns=0.75
export IMPL_dp_hpwl_mm=4.54
export IMPL_worst_path_max_fanout=25
export IMPL_fp_util_pct=16.9
export IMPL_insertedDiodeCount=0
export IMPL_ctsResizeCount=0
export IMPL_layout_drive_gt1_share_pct=4.96
export IMPL_post_cts_repair_setup_buffers=0
export IMPL_wirelength_mm=6.12
export IMPL_cp_start_kind="input pin"
export IMPL_grt_busiest_layer="met2"
export IMPL_grt_usage_pct=7.90
export IMPL_io_buffers=67
export IMPL_leakage_nw=0.806
export IMPL_die_area_um2=15100
export IMPL_synth_top_cell_by_area="dfxtp_1"
export IMPL_final_period_utilization_pct=43.7
export IMPL_route_detailed_drc=0
export IMPL_hold_buffers=0
export IMPL_r2r_slack_ns=4.64
export IMPL_met2_usage_pct=11.5
export IMPL_crit_family="buffers and inverters"
export IMPL_cp_end_kind="register"
export IMPL_critical_path_buf_inv_count=2
export IMPL_crit_path_cell_trace="clkdlybuf4s50_1 -> inv_1 -> o21ai_0 -> a211oi_1"
export IMPL_fin_util_pct=25.5
export IMPL_n_fill_cell=1116
export IMPL_drv_cap=0
export IMPL_status="completed"
export IMPL_fmax_mhz=322
export IMPL_drtIter0Drc=66
export IMPL_die_y_um=123
export IMPL_worst_setup_path_type="in2reg"
export IMPL_tool_warnings=25
export IMPL_syn_cell_area_um2=1740
export IMPL_setup_viol=0
export IMPL_layout_top_cells="clkdlybuf4s50_1, dfxtp_1, nand2_1"
export IMPL_clk_latency_ns=0.28
export IMPL_cts_buffers=5
export IMPL_regToRegEndpoint="regout[22]"
export IMPL_finalHoldViolCount=0
export IMPL_ios=68
export IMPL_yosysTopAreaCellShare_pct=36.8
[where the power goes]
part / internal (mW) / switching (mW) / total, mW
clock: 0.0791 / 0.0660 / 0.145
combinational: 0.0483 / 0.0263 / 0.0746
sequential: 0.191 / 0.0165 / 0.208
[layer usage]
metal  vias up  wire length (um)
met5         -                 0
met1       864              2930
met2        71              2550
met4         0                35
li1        954                 -
met3         4               610
[cell type report]
cell class	count	area [um^2]	share of cell area, %
Multi-Input combinational cell	168	1030	38.9
Timing Repair Buffer	70	693	26.3
Sequential cell	32	641	24.3
Tap cell	136	170	6.46
Clock buffer	8	90.1	3.42
Inverter	4	15.0	0.570
[cells in the mapped netlist, drive strengths merged]
library cell / number
nand3b: 1
a21oi: 11
ha: 1
or4: 3
o2111ai: 4
inv: 4
o21ai: 18
dfxtp: 32
nor3: 11
buf: 1
clkbuf: 15
o41ai: 2
a211oi: 12
nor3b: 1
nor4: 9
xor2: 5
and2: 3
o21a: 1
or3: 5
xnor2: 8
o31a: 1
a311oi: 3
nand4b: 1
nand2: 21
a31oi: 2
and4: 5
nand4: 9
or2: 1
nor2: 12
nand3: 16
o31ai: 2
[worst reg2reg max path: stages, from the launching register on]
cell	delay, ns
dfxtp_1	0.43
ha_1	0.26
nand4_1	0.25
or4_1	0.75
or4_1	0.56
a31oi_1	0.16
[per-stage QoR]
step | setup WS, ns | instance area, um^2 | total power, mW | cells | hold WS (ns)
finish | 4.00 | 2640 | 0.427 | 418 | 0.464
global route | 3.81 | 2640 | 0.450 | 418 | 0.496
CTS | 3.97 | 2640 | 0.434 | 418 | 0.467
detailed placement | 3.68 | 2540 | 0.287 | 410 | 0.452
global placement | 3.73 | 2540 | 0.287 | 410 | 0.445
floorplan | 4.70 | 1740 | 0.235 | 220 | 0.422
[cells by family after synthesis]
kind of cell	after synthesis	synth area share [%]
DFF	32	36.8
xor gates and xnor gates	13	6.53
and+or+nand+nor	98	31.1
buffers and inverters	20	4.38
AOI/OAI and AO/OA	56	20.5
adders and majority gates	1	0.718
[how the worst max path moves through the flow]
stage,from,endpoint,slack [ns],cells after the start
after CTS,reset,regout[31],3.97,5
after global routing,reset,regout[26],3.81,4
final,reset,regout[26],4.00,4
Power figures rest on the tool's default switching activity, not on a simulated workload.
